File: config.mk
export PLATFORM = sky130hd
export DESIGN_NAME = time_based_processor
export DESIGN_NICKNAME = time_based_processor
export VERILOG_FILES = /design/flow/design.v
export SDC_FILE = /design/flow/constraint.sdc
export NUM_CORES = 4
export LEC_CHECK = 1
export CORE_UTILIZATION = 30
File: constraint.sdc
current_design time_based_processor

set clk_period 6.7
set clk_io_pct 0.2

create_clock -name clk0 -period $clk_period [get_ports {clk}]

set non_clock_inputs [all_inputs -no_clocks]
set_input_delay [expr $clk_period * $clk_io_pct] -clock clk0 $non_clock_inputs
set_output_delay [expr $clk_period * $clk_io_pct] -clock clk0 [all_outputs]
File: design.v
`timescale 1ns / 1ps
module time_based_processor(
    input           clk,             
    input           rst_n,           
    input  [7:0]    data_in,         
    input  [2:0]    opcode,          
    input           data_valid,      
    output [15:0]   data_out,        
    output          data_ready,      
    output [3:0]    status_flags     
);
    localparam OP_NOP     = 3'b000;   
    localparam OP_ADD     = 3'b001;   
    localparam OP_SUB     = 3'b010;   
    localparam OP_MUL     = 3'b011;   
    localparam OP_SHIFT   = 3'b100;   
    localparam OP_FILTER  = 3'b101;   
    localparam OP_INVERT  = 3'b110;   
    localparam OP_COMPARE = 3'b111;   
    localparam IDLE        = 2'b00;
    localparam WAIT_SECOND = 2'b01;
    localparam PROCESSING  = 2'b10;
    localparam COMPLETE    = 2'b11;
    reg [1:0]  state, next_state;
    reg [7:0]  operand_a;
    reg [7:0]  operand_b;
    reg [2:0]  current_opcode;
    reg [15:0] result;
    reg        result_ready;
    reg [3:0]  flags;
    localparam FLAG_OVERFLOW = 3;
    localparam FLAG_ZERO     = 2;
    localparam FLAG_RESERVED = 1;
    localparam FLAG_COMPLETE = 0;
    always @(posedge clk or negedge rst_n) begin
        if (!rst_n) begin
            state <= IDLE;
            operand_a <= 8'h00;
            operand_b <= 8'h00;
            current_opcode <= 3'b000;
            result <= 16'h0000;
            result_ready <= 1'b0;
            flags <= 4'b0000;
        end else begin
            state <= next_state;
            case (state)
                IDLE: begin
                    result_ready <= 1'b0;
                    flags <= 4'b0000;
                    if (data_valid) begin
                        operand_a <= data_in;
                        current_opcode <= opcode;
                        if (opcode == OP_INVERT || opcode == OP_NOP) begin
                            next_state <= PROCESSING;
                        end else begin
                            next_state <= WAIT_SECOND;
                        end
                    end else begin
                        next_state <= IDLE;
                    end
                end
                WAIT_SECOND: begin
                    if (data_valid) begin
                        operand_b <= data_in;
                        next_state <= PROCESSING;
                    end else begin
                        next_state <= WAIT_SECOND;
                    end
                end
                PROCESSING: begin
                    case (current_opcode)
                        OP_NOP: begin
                            result <= {8'h00, operand_a};
                            flags[FLAG_COMPLETE] <= 1'b1;
                        end
                        OP_ADD: begin
                            {flags[FLAG_OVERFLOW], result[7:0]} <= operand_a + operand_b;
                            result[15:8] <= 8'h00;
                            flags[FLAG_COMPLETE] <= 1'b1;
                            flags[FLAG_ZERO] <= (operand_a + operand_b == 0);
                        end
                        OP_SUB: begin
                            result[7:0] <= operand_a - operand_b;
                            result[15:8] <= 8'h00;
                            flags[FLAG_COMPLETE] <= 1'b1;
                            flags[FLAG_OVERFLOW] <= (operand_a < operand_b);
                            flags[FLAG_ZERO] <= (operand_a == operand_b);
                        end
                        OP_MUL: begin
                            result <= operand_a * operand_b;
                            flags[FLAG_COMPLETE] <= 1'b1;
                            flags[FLAG_OVERFLOW] <= ((operand_a * operand_b) > 8'hFF);
                            flags[FLAG_ZERO] <= ((operand_a * operand_b) == 0);
                        end
                        OP_SHIFT: begin
                            if (operand_b[3]) begin
                                result[7:0] <= operand_a >> (operand_b[2:0]);
                            end else begin
                                result[7:0] <= operand_a << (operand_b[2:0]);
                            end
                            result[15:8] <= 8'h00;
                            flags[FLAG_COMPLETE] <= 1'b1;
                        end
                        OP_FILTER: begin
                            result[7:0] <= operand_a & operand_b;
                            result[15:8] <= 8'h00;
                            flags[FLAG_COMPLETE] <= 1'b1;
                        end
                        OP_INVERT: begin
                            result[7:0] <= ~operand_a;
                            result[15:8] <= 8'h00;
                            flags[FLAG_COMPLETE] <= 1'b1;
                        end
                        OP_COMPARE: begin
                            if (operand_a > operand_b) begin
                                result[7:0] <= 8'h01;   
                                flags[FLAG_ZERO] <= 1'b0;
                            end else if (operand_a < operand_b) begin
                                result[7:0] <= 8'h02;   
                                flags[FLAG_ZERO] <= 1'b0;
                            end else begin
                                result[7:0] <= 8'h00;   
                                flags[FLAG_ZERO] <= 1'b1;
                            end
                            result[15:8] <= 8'h00;
                            flags[FLAG_COMPLETE] <= 1'b1;
                        end
                        default: begin
                            result <= 16'h0000;
                            flags <= 4'b0000;
                        end
                    endcase
                    next_state <= COMPLETE;
                end
                COMPLETE: begin
                    result_ready <= 1'b1;
                    if (data_valid) begin
                        next_state <= IDLE;
                    end else begin
                        next_state <= COMPLETE;
                    end
                end
                default: begin
                    next_state <= IDLE;
                end
            endcase
        end
    end
    assign data_out = result;
    assign data_ready = result_ready;
    assign status_flags = flags;
endmodule
File: run.sh
#!/bin/bash
# OpenROAD 26Q1-2900-gdf79404cd8, Yosys 0.63+post, stock flow scripts
make -C /OpenROAD-flow-scripts/flow DESIGN_CONFIG=/design/flow/config.mk WORK_HOME=/design/flow/orfs finish
==> out/qor.yml <==
top_area_cell: "dfrtp_1"
r2r_slack_ns: 1.17
die_w_um: 139
antenna_found_initial: 0
final-hold-violation-count: 0
min_from: "next_state[1]"
core_area_um2: 18200
clock_skew_ns: 0.0106
die_area_um2: 19400
yosys_warnings: 1
crit_path_start_kind: "flop"
rsz0062_at_grt: "false"
clk_path_buf_depth: 2
clockRootBuffer: "clkbuf_16"
clock.latency.late_pin_ns: 0.30
cts_tree: "yes"
post_cts_resized: 0
hpwl_mm: 12.2
hold_depth: 0
tns_ns: 0
async_flop_share_pct: 95.3
r2r_start: "operand_a[4]"
yosys-top-cells-count: "74 x inv_1, 57 x ha_1, 45 x nand2_1"
ys_seq_share_pct: 19.2
edf_count: 2
drive_gt1_share_pct: 9.84
fin_crit_sh_pct: 82.5
htree_levels: 2
io_pins: 35
drt_iter0_markers: 314
setup_viol: 0
top_area_share_pct: 18.1
dr_total_vias: 4672
worst-path-max-fanout: 20
fmax_mhz: 181
topCellsByArea: "dfrtp_1 18%, fa_1 13%, ha_1 13%, inv_1 4.9%, mux4_2 4.8%"
wl_per_cell_um: 18.7
clk_pin_slew_ns: 0.07
cp.arrival_ns: 5.74
netlist_area_um2: 5670
grt_overflow_total: 0
rows: 49
drt-pass1-iter-count: 5
synth_flop_count: 43
ant_nets: 0
whs_endpoint: "state[1]"
die_h_um: 139
crit_type: "flop to flop"
critPathLaunch: "operand_a[4]"
gp_congestion: 0.940
grt_use_total_pct: 17.8
max_cap_violations: 0
ff_type: "dfrtp_1"
drcViolationCount: 0
grt_pass1_wl_mm: 26.1
cts_hold_buf: 0
n_fill_cell: 1851
synth_cells: 624
pre_cts_slack_ns: 1.18
worst_pin_slew_ns: 0.777
io_buffers: 33
area_growth_pct: 11.9
slew_violations: 0
viasPerCell: 5.38
warnings: 37
avgSynthCellArea_um2: 9.08
yosys_cells: 624
numCtsBuffers: 5
critical_path_required_ns: 6.92
cts_sinks: 43
top_cell: "inv_1"
status: "finished clean"
hp-class: "flop to flop"
grt_pass1_vias: 4506
drt-total-wl_mm: 16.2
relSlewSlack_pct: 48.2
cp-end-kind: "flop"
cts_setup_buffers: 0
worst_slack_ns: 1.17
reg2reg_to: "flags[2]"
fp_util_pct: 31.1
period_minus_slack_ns: 5.53
grt_max_degree: 28
ys_chip_area_um2: 5670
r2r_cells: 15
diodes: 0
synth_cell_types: 77
-- area by class of cell --
type | count | area (µm²) | share of cell area, %
flip-flops and latches | 43 | 1090 | 17.1
well taps | 229 | 287 | 4.52
clock buffers | 5 | 125 | 1.97
repair buffers | 40 | 378 | 5.96
clock inverters | 3 | 42.5 | 0.671
multi-input cells | 469 | 4120 | 65.0
inverters | 80 | 300 | 4.74
-- kinds of logic (layout without fill, tap and decap cells) --
| logic type | Yosys count | count (layout) | share of synthesized area [%] |
|---|---|---|---|
| simple gates | 169 | 169 | 15.3 |
| compound gates | 146 | 146 | 18.4 |
| buf+inv | 112 | 128 | 8.12 |
| fa+ha+maj | 96 | 96 | 26.2 |
| flops | 43 | 43 | 19.2 |
| mux | 40 | 40 | 10.2 |
| xor+xnor | 17 | 17 | 2.63 |
| other cells | 1 | 1 | 0.0662 |
-- how the worst max path moves through the flow --
| stage | end | slack, ns | depth (start not counted) |
|---|---|---|---|
| finish | flags[2] | 1.17 | 15 |
| global route | flags[2] | 0.89 | 15 |
| CTS | flags[2] | 1.14 | 15 |
-- critical path, cell delays in order (launching register included) --
cell and delay [ns]:
dfrtp_1 0.80, ha_1 0.46, fa_1 0.46, fa_1 0.49, fa_1 0.56, inv_1 0.06, fa_1 0.52, inv_1 0.04
ha_1 0.41, and3_4 0.24, a221oi_2 0.27, xor2_1 0.22, nor4b_2 0.27, nand4_1 0.13, a2111o_1 0.37, a22oi_2 0.15
-- metrics by stage --
stage,std cells,cell area [µm²],util (%),hold slack (ns)
2_1_floorplan,624,5670,-,0.331
6_report,869,6340,34.8,0.348
3_3_place_gp,861,6170,33.9,0.332
4_1_cts,869,6340,34.8,0.351
5_1_grt,869,6340,34.8,0.372
3_5_place_dp,861,6170,33.9,0.334
-- state kept, by name, summed over array words and instances, names as in the netlist --
register / flops
operand_a: 8
current_opcode: 3
flags: 3
operand_b: 8
state: 2
result_ready: 1
next_state: 2
result: 16
-- cells in the final DEF (no fill, tap or decap), drive strengths merged, types with 4 or more instances in the layout --
| cell type | instances |
|---|---|
| mux4 | 12 |
| inv | 78 |
| o211ai | 7 |
| clkdlybuf4s50 | 32 |
| nor3 | 13 |
| nand2 | 46 |
| or3 | 4 |
| o21ai | 24 |
| nor2 | 29 |
| nor2b | 8 |
| xor2 | 8 |
| and2 | 37 |
| clkinv | 4 |
| clkbuf | 5 |
| o221ai | 4 |
| a211oi | 8 |
| ha | 57 |
| a21oi | 38 |
| and3 | 4 |
| mux2i | 7 |
| o2bb2ai | 7 |
| a21o | 6 |
| nand3 | 9 |
| mux2 | 21 |
| buf | 8 |
| fa | 38 |
| xnor2 | 9 |
| o22ai | 4 |
| dfrtp | 41 |
| a221o | 8 |
| nand4 | 8 |
-- per-layer routing --
layer / global-route usage (%) / part of all wire (%) / wire length, µm
met5: 0 / 0 / 0
met4: 2.46 / 1.5 / 240
met3: 3.47 / 6.3 / 1020
met2: 26.2 / 43 / 6980
met1: 28.3 / 49 / 7970
